==> design/flow/design.v <==
`timescale 1ns / 1ps
module sonic_sensor(
	input clk,
	input rst,
	input req,
	output [0:0] busy,
	inout sig,
	output finish,
	output [31:0] out_data
);
	parameter STATE_INIT 			= 0,
				 STATE_IDLE 			= 1,
				 STATE_OUT_SIG 		= 2,
				 STATE_OUT_END 		= 3,
				 STATE_WAIT750 		= 4,
				 STATE_IN_SIG_WAIT 	= 5,
				 STATE_IN_SIG 			= 6,
				 STATE_IN_SIG_END 	= 7,
				 STATE_WAIT200 		= 8,
				 STATE_PROCESS_END	= 9;
	reg [3:0] state;
	reg [31:0] echo;
	reg [32:0] counter;
	reg [31:0] result;
	wire count_5u;
	wire count_750u;
	wire count_200u;
	wire echo_fl;
	reg busy_reg;
	reg finish_reg;
	assign count_5u = counter == 499;
	assign count_750u = counter == 74998;
	assign count_200u = counter == 19999;
	assign echo_fl = (echo == 1850000)? 1 : 0;  
	assign sig = (state == STATE_OUT_SIG)? 1 : 1'bZ;
	assign busy = busy_reg;
	assign finish = finish_reg;
	always @(posedge clk)
	begin
		if(rst) begin
			busy_reg <= 0;
			finish_reg <= 0;
		end
		else
			case(state)
				STATE_INIT: begin
					busy_reg <= 0;
					finish_reg <= 0;
				end
				STATE_IDLE: begin
					if(req)
						busy_reg <= 1;
					else begin
						busy_reg <= 0;
						finish_reg <= 0;
					end
				end
				STATE_PROCESS_END: begin
					busy_reg <= 0;
					finish_reg <= 1;
				end
			endcase
		end
	always @(posedge clk)
	begin
		if(rst)
			state <= 0;
		else case(state)
			STATE_INIT: 		 				state <= STATE_IDLE;
			STATE_IDLE: 	if(req)			state <= STATE_OUT_SIG;
			STATE_OUT_SIG:if(count_5u) 	state <= STATE_OUT_END;
			STATE_OUT_END:						state <= STATE_WAIT750;
			STATE_WAIT750:if(count_750u) 	state <= STATE_IN_SIG_WAIT;
			STATE_IN_SIG_WAIT:				state <= STATE_IN_SIG;
			STATE_IN_SIG:begin
				if(echo_fl || sig == 0) 	state <= STATE_IN_SIG_END;
			end
			STATE_IN_SIG_END:					state <= STATE_WAIT200;
			STATE_WAIT200:if(count_200u)	state <= STATE_PROCESS_END;
			STATE_PROCESS_END:				state <= STATE_IDLE;
			default: state <= STATE_INIT;
		endcase
	end
	always @(posedge clk)
	begin
		if(rst)
			counter <= 0;
		else 
			case(state)
				STATE_OUT_SIG: counter <= counter + 1;
				STATE_WAIT750: counter <= counter + 1;
				STATE_IN_SIG : counter <= counter + 1;
				STATE_WAIT200: counter <= counter + 1;
				default: counter <= 0;
			endcase	
	end
	always @(posedge clk)
	begin
		if(rst) 
			echo <= 0;
	else if(state == STATE_IN_SIG)begin
			echo <= echo + 1;
		end
	else if (state == STATE_PROCESS_END)
		echo <= 0;
	end
	always @(posedge clk)begin
		if(rst)
			result <= 0;
		else if(state == STATE_PROCESS_END)
			result <= echo;
	end
	assign out_data = result[31:0];
endmodule
==> design/flow/run.sh <==
#!/bin/bash
# OpenROAD 26Q1-2900-gdf79404cd8, Yosys 0.63+post, stock flow scripts
make -C /OpenROAD-flow-scripts/flow DESIGN_CONFIG=/design/flow/config.mk WORK_HOME=/design/flow/orfs finish
==> design/flow/config.mk <==
export PLATFORM = sky130hd
export DESIGN_NAME = sonic_sensor
export DESIGN_NICKNAME = sonic_sensor
export VERILOG_FILES = /design/flow/design.v
export SDC_FILE = /design/flow/constraint.sdc
export NUM_CORES = 4
export LEC_CHECK = 1
export CORE_UTILIZATION = 40
==> design/flow/constraint.sdc <==
current_design sonic_sensor

set clk_period 3.5
set clk_io_pct 0.2

create_clock -name clk0 -period $clk_period [get_ports {clk}]

set non_clock_inputs [all_inputs -no_clocks]
set_input_delay [expr $clk_period * $clk_io_pct] -clock clk0 $non_clock_inputs
set_output_delay [expr $clk_period * $clk_io_pct] -clock clk0 [all_outputs]
==> impl_metrics.toml <==
# synthesis and place-and-route metrics
[yosys]
ys_seq_share_pct = 44.2
synthTopCellsByArea = "dfxtp_1 (44%), mux2i_1 (6.9%), nor2_1 (5.5%)"
postSynth.topFlopCell = "dfxtp_1"
netlist-cell-type-count = 52
total_standard_cell_area_after_synthesis_mm2 = 0.00494
yosys_register_bits = 109
largest_area_cell = "dfxtp_1"
synth-edff-count = 0
postSynthAreaPerCell_um2 = 8.73
yosys_area_mm2 = 0.00494
cells_after_synthesis = 566
yosys_cells = 566
synth-async-reset-ratio_pct = 0
synth_largest_type_area_fraction_pct = 44.2
synth-warning-count = 2

[clocking]
path_clk_slew_ps = 70
htreeDepth = 3
cts-root-to-sink-buffers = 2
cts_resizes = 0
clk-insertion-delay-late_ps = 340
cts_hold_repair.buffers = 0
cts_root_buffer = "clkbuf_16"
tritoncts = "yes"
clock_sinks = 109
cts-buffers-inserted = 9
cts_post_setup_buffers_inserted = 0

[placed_design]
globalplace.congestion = 0.850
post-dp-hpwl_um = 6680
number_of_placed_instances_taps_included = 719
io_buffers = 36
post-place-ws_ps = 1080

[finish]
drive_above_1_share_pct = 6.81
instances_no_fill = 734
largest_register = "counter"
flow.area_growth_from_synthesis_pct = 14.7
largestRegisters = "counter: 33 flops, echo: 32 flops, result: 32 flops"
max_ffs_per_register = 33
final_cell_mix = "dfxtp_1 (108), nor2_1 (73), a21oi_1 (39)"
final_common_cell = "dfxtp_1"

[hold_path]
hold_depth = 2
hold_path_class = "flip-flop to flip-flop"

[timing]
max_slew_margin_pct = 52.1
report.final.setup_viol = 0
setup_repair_after_global_routing_missed_its_margin = "false"
worst_clock_skew_ps = 7.35
period_needed_ps = 2450
report.final.hold_viol_count = 0
slew_violations = 0
setup-tns-final_ps = 0
worst_slack_ps = 1050
min_period_over_period_pct = 69.9
maxClockFrequency_mhz = 409
timing_worst_slew_pin_value_ps = 719

[setup_path]
critPathMaxFanout = 19
worstSetupEndpointType = "flip-flop"
timing_worst_setup_path_type = "flip-flop to flip-flop"
r2r_slack_ps = 1050
critical_path_required_ps = 3740
worst_setup_path_start_kind = "flip-flop"
worst_ep_arrival_time_ps = 2690
r2r.worst_path.cells = 4

[route]
final_antenna_net_count = 0
avgViaCountPerCell = 5.53
num_antenna_cells = 0
dr.first_iter.drc_count = 222
drt-pass1-iter-count = 5
mean_routed_wirelength_per_cell_um = 14.0
totalWireLength_um = 10300
post-route-drc-count = 0
vias = 4056

[global_routing]
antenna_violations_before_repair = 0
grt_overflow_total = 0
grt_pass1_vias = 3635
largest_net_degree_at_the_start_of_global_routing = 70
grt_first_pass_wirelength_um = 17900
global_route.usage.total_pct = 17.4

[run_status]
status = "finished, final reports clean"

[die]
chip_height_um = 113
initial_core_util_pct = 41.1
placement_rows = 40
boundaryPins = 38
die-area_mm2 = 0.0128
core_area_mm2 = 0.0120
die_w_um = 113

[run]
max_cap_violations = 0
warnings = 27

[pwr]
worst_vdd_rail_ir_drop_mv = 0.290
post-layout-total-power_mw = 2.25
power_density_mw_per_mm2 = 397
cellLeakagePower_nw = 1.79
final timing paths:
check	startpoint	to
setup / recovery	state[4]	echo[31]
hold / removal	state[7]	state[4]
setup reg to reg	state[4]	echo[31]
hold reg to reg	state[7]	state[4]
where the power goes:
group	leakage [nW]	internal [mW]	switching, mW
Combinational	0.776	0.00759	0.0248
Clock	0.137	0.536	0.436
Sequential	0.879	1.24	0.00268
Total	1.79	1.79	0.464
area by class of cell:
cell class	instances	area, um2
clock buffer	12	267
sequential	109	2180
inverter	17	63.8
timing repair buffer	40	385
fill	1097	6350
tap	147	184
multi-input combinational	406	2560
clock inverter	3	20.0
critical path: stages, from the launching register on:
cell and delay (ps):
dfxtp_1 700, nand3_1 270, or4_1 650, nor4_1 350, mux2_2 360
per-layer routing:
metal  track usage, %  vias up  part of all wire, %
met4             2.81        0                  1.5
met2             27.0       62                   47
met5                0        -                    0
met1             26.9     1884                   49
met3             2.62       12                  3.2
li1                 -     2098                    -
kinds of logic after synthesis:
kind of cell,count (synthesis),synth area share [%]
other,1,0.0759
buffers and inverters,51,4.13
muxes,49,10.3
xor gates and xnor gates,10,1.77
and+or+nand+nor,260,28.6
AOI/OAI and AO/OA,82,9.96
adders and majority gates,4,1.01
DFF,109,44.2
cells in the mapped netlist (all sizes together), types with 10 or more instances:
cell type,instances
a21oi,39
and3,22
buf,14
clkbuf,20
dfxtp,109
inv,17
mux2,15
mux2i,34
nand2,30
nand3,25
nand4,18
nor2,73
nor3,14
nor4,21
o21ai,15
o31ai,10
or3,15
or4,15
per-stage QoR:
| step | utilization, % | instance area (um2) | hold WS (ps) |
|---|---|---|---|
| 3_5_place_dp | 44.8 | 5380 | 423 |
| 4_1_cts | 47.1 | 5660 | 435 |
| 3_3_place_gp | 44.8 | 5380 | 428 |
| 6_report | 47.1 | 5660 | 422 |
| 5_1_grt | 47.1 | 5660 | 443 |
| 2_1_floorplan | - | 4940 | 408 |
Power and IR drop assume default switching activity.
