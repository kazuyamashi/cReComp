**flow/run.sh**
```bash
#!/bin/bash
# OpenROAD 26Q1-2900-gdf79404cd8, Yosys 0.63+post, stock flow scripts
make -C /OpenROAD-flow-scripts/flow DESIGN_CONFIG=/design/flow/config.mk WORK_HOME=/design/flow/orfs finish
```
**flow/config.mk**
```make
export PLATFORM = sky130hd
export DESIGN_NAME = adder
export DESIGN_NICKNAME = adder
export VERILOG_FILES = /design/flow/design.v
export SDC_FILE = /design/flow/constraint.sdc
export NUM_CORES = 4
export LEC_CHECK = 1
export CORE_AREA = 10 10 103 103
export DIE_AREA = 0 0 113 113
```
**flow/constraint.sdc**
```tcl
current_design adder

set clk_period 8.0
set clk_io_pct 0.2

create_clock -name clk0 -period $clk_period [get_ports {clk}]

set non_clock_inputs [all_inputs -no_clocks]
set_input_delay [expr $clk_period * $clk_io_pct] -clock clk0 $non_clock_inputs
set_output_delay [expr $clk_period * $clk_io_pct] -clock clk0 [all_outputs]
```
**flow/design.v**
```verilog
module adder(
  input             clk,
  input             rst,
  input      [15:0] val_a,
  input      [15:0] val_b,
  output reg [31:0] result
);
always @(posedge clk) begin
  if(rst)
    result <= 0;
  else
    result <= val_a + val_b;
end
endmodule
```
==> impl_metrics.yaml <==
# implementation run metrics
critical_path:
  critPathCaptureType: "register"
  crit_fanout: 4
  worstPathCellList: "clkdlybuf4s50_1 -> ha_1 -> fa_1 -> a21o_1 -> a311oi_2 -> nor2_1 -> a311oi_1 -> mux2_1"
  cpPeakStageDelay_ns: 0.42
  crit_slowest_cell: "a311oi_2"
  critPathLaunchType: "primary input"
  crit_type: "in -> reg"
  arrival_ns: 4.00
  critPathRequiredTime_ns: 8.14
placed_design:
  dp_cells: 315
  port_buffers: 50
  place_hpwl_um: 3420
  gp_congestion: 0.855
global_route:
  antenna_found_initial: 0
  grt_pass1_wl_um: 6270
  grt_use_total_pct: 5.92
  grt_pass1_vias: 1305
  grt_overflow: 0
  grt_max_degree: 27
detailed_routing:
  first_pass_iters: 4
  viasPerCell: 4.01
  ant_nets: 0
  n_antenna_cell: 0
  wl_met3_um: 388
  wl_per_cell_um: 12.5
  drc_errors: 0
  wl_met2_um: 1930
  met1_length_um: 1670
  top_layer: "met4"
  drt-total-wl_um: 4000
  first_iter_violations: 97
  num_vias: 1278
sta:
  max_freq_mhz: 259
  setup_tns_ns: 0
  drv_slew: 0
  period_used_pct: 48.3
  rsz0062_at_grt: "no"
  max_slew_margin_pct: 41.7
  final-hold-violation-count: 0
  min_period_ns: 3.86
  setup_viol: 0
  worst_pin_slew_ns: 0.872
yosys:
  yosysWarningCount: 1
  top_area_share_pct: 25.0
  ys_seq_share_pct: 25.0
  postSynthCellCount: 166
  synth.distinct_cells: 41
  yosys-top-cells-area: "dfxtp_1, ha_1, buf_4"
  yosys_area_mm2: 0.00136
  yosys_cells: 166
  synth_area_per_cell_um2: 8.19
  ys_seq_elements: 17
  yosysTopAreaCell: "dfxtp_1"
  syn_area_mm2: 0.00136
run:
  drv_cap: 0
  tool_warnings: 25
layout:
  drive_gt1_share_pct: 6.07
  area_delta_synth_final_pct: 44.1
  reg_top3: "result (17)"
  regMostFlops: "result"
  largest_reg_flops: 17
  final_cells: 319
cts:
  numClockSinks: 17
  postCtsHoldBufs: 0
  root_buffer: "clkbuf_8"
  postCtsSetupBuffers: 0
  cts_buffers: 3
  cts-resized-gates: 0
  cts.clk_slew.worst_paths_ns: 0.07
  tritoncts: "yes"
  clock_path_buffers: 2
  htreeDepth: 1
power_and_ir_drop:
  power.density_mw_per_mm2: 139
  vdd_drop_max_mv: 0.0339
  p_leak_nw: 0.810
worst_hold_path:
  hold_path.class: "in -> reg"
  hold_path_end: "result[0]"
  min-delay-start: "val_b[0]"
  hold_depth: 3
floorplanning:
  chipArea_mm2: 0.0128
  core_area_mm2: 0.00830
  ioPinCount: 66
  die_w_um: 113
  rows: 33
  die_h_um: 113
  floorplan.core_util_pct: 16.4
outcome:
  status: "completed"
## cell usage in the layout, fill, tap and decap left out, types with 2 or more instances in the layout
master | synthesis | layout
clkdlybuf4s50_1 | 0 | 50
nor2_1 | 19 | 19
dfxtp_1 | 17 | 17
ha_1 | 16 | 16
a21oi_1 | 15 | 15
conb_1 | 1 | 15
nand2_1 | 10 | 10
a21o_1 | 6 | 6
nor2b_1 | 6 | 6
o21ai_0 | 5 | 5
inv_1 | 4 | 4
a31oi_1 | 4 | 4
nor3_1 | 4 | 4
nand4_1 | 3 | 3
nand3_1 | 3 | 3
mux2_2 | 3 | 3
xnor2_1 | 3 | 3
clkbuf_8 | 0 | 3
or2_2 | 2 | 2
o22ai_1 | 2 | 2
nand2b_1 | 2 | 2
o21bai_1 | 2 | 2
xor2_1 | 2 | 2
## cells by family after synthesis
kind of cell | after synthesis | synth area share, %
flops | 17 | 25.0
other cells | 1 | 0.276
simple gates | 52 | 18.1
compound gates | 45 | 22.4
mux | 5 | 4.05
buf+inv | 24 | 10.8
xor+xnor | 5 | 3.22
fa+ha+maj | 17 | 16.2
## power by group
group	internal (mW)	switching, mW
logic	0.0615	0.0451
registers	0.0957	0.00298
clock network	0.0346	0.0332
## critical path: cells and delay by family
kind | cells | cell delay, ns
compound gates | 3 | 0.91
fa+ha+maj | 2 | 0.62
buf+inv | 1 | 0.40
mux | 1 | 0.35
simple gates | 1 | 0.12
## worst max path at each step
| stage | from | endpoint |
|---|---|---|
| after global routing | val_b[0] | result[14] |
| after CTS | val_a[0] | result[14] |
| final | val_a[0] | result[14] |
## synthesized netlist by cell type
| cell | count |
|---|---|
| a2111oi_2 | 1 |
| a211oi_1 | 1 |
| a21o_1 | 6 |
| a21oi_1 | 15 |
| a311o_1 | 1 |
| a311oi_1 | 1 |
| a311oi_2 | 1 |
| a31o_1 | 1 |
| a31o_2 | 1 |
| a31oi_1 | 4 |
| and3_1 | 1 |
| buf_1 | 1 |
| buf_4 | 15 |
| clkbuf_1 | 4 |
| conb_1 | 1 |
| dfxtp_1 | 17 |
| fa_1 | 1 |
| ha_1 | 16 |
| inv_1 | 4 |
| mux2_1 | 1 |
| mux2_2 | 3 |
| mux2i_1 | 1 |
| nand2_1 | 10 |
| nand2b_1 | 2 |
| nand3_1 | 3 |
| nand4_1 | 3 |
| nor2_1 | 19 |
| nor2b_1 | 6 |
| nor3_1 | 4 |
| o211ai_1 | 1 |
| o21ai_0 | 5 |
| o21bai_1 | 2 |
| o22ai_1 | 2 |
| o311ai_0 | 1 |
| o31ai_1 | 1 |
| o41ai_1 | 1 |
| or2_2 | 2 |
| or2_4 | 1 |
| or3_1 | 1 |
| xnor2_1 | 3 |
| xor2_1 | 2 |
## layer usage
metal / vias to the layer above / GRT usage [%]
met4: 0 / 0.508
met3: 2 / 2.46
met1: 567 / 7.09
met2: 44 / 10.1
li1: 665 / -
met5: - / 0
## stage by stage
step	hold WS (ns)	power (mW)	utilization [%]	area [um^2]	worst slack [ns]
2_1_floorplan	1.80	0.159	-	1410	4.47
3_3_place_gp	2.28	0.209	23.1	1910	3.91
3_5_place_dp	2.28	0.209	23.1	1910	3.88
4_1_cts	2.08	0.277	23.6	1960	4.14
5_1_grt	2.11	0.293	23.6	1960	3.98
6_report	2.07	0.273	23.6	1960	4.14
## final cells by class
class	count	area, um^2
timing repair buffer	50	500
fill	864	6340
multi-input combinational	139	926
sequential	17	340
clock buffer	3	41.3
clock inverter	1	5.00
inverter	4	15.0
tap	105	131
Power is estimated from default activity; no workload was simulated.
